<file path="design.v">
module axi#(
                                    parameter dw = 8
                              )
                             (
                                    input clk,
                                    input rstn,
                                    input [dw-1:0]s_tdata,
                                    input s_tvalid,
                                    output reg s_tready,
                                    input s_tlast,
                                    output reg [dw-1:0]m_tdata,
                                    output reg m_tvalid,
                                    input m_tready,
                                    output reg m_tlast
                              );
                 reg [dw-1:0]data_reg;
                 reg valid, ready, last;
                 wire ready1;
                 assign ready1 = m_tready;
                 always @(posedge clk)
                 begin
                        if(!rstn)
                        begin
                                data_reg <= 0;
                                valid <= 0;
                                ready <= 0;
                                last <= 0;
                        end
                        else
                        begin
                                if (s_tvalid)
                                begin
                                        ready <= ready1;
                                        if (ready)
                                        begin
                                            valid <= s_tvalid;
                                            last <= s_tlast;
                                        end
                                        if(s_tvalid && m_tready)
                                            data_reg <= s_tdata;
                                        else
                                            data_reg <= data_reg;                     
                                end
                                else
                                begin
                                    data_reg <= data_reg;
                                    valid <= 0;
                                    ready <= 0;
                                    last <= 0;
                                end
                        end
                 end
                 always @(posedge clk)
                 begin
                        if(!rstn)
                        begin
                                m_tdata  <= 0;
                                m_tvalid <= 0;
                                s_tready  <= 0;
                                m_tlast   <= 0;
                        end
                        else
                        begin
                                if( valid && ready )
                                begin
                                        m_tdata  <= data_reg;
                                        m_tvalid <= valid;
                                        s_tready  <= ready;
                                        m_tlast   <= last;
                                end
                                else if( valid && !ready )
                                begin
                                        m_tdata  <= m_tdata;
                                        m_tvalid <= 1'b1;
                                        s_tready  <= 1'b0;
                                        m_tlast   <= 1'b0;                                
                                end
                                else
                                begin
                                        m_tdata  <= m_tdata;
                                        m_tvalid <= 0;
                                        s_tready  <= 0;
                                        m_tlast   <= 0;                                
                                end     
                        end
                 end
endmodule
</file>
<file path="run.sh">
#!/bin/bash
# OpenROAD 26Q1-2900-gdf79404cd8, Yosys 0.63+post, stock flow scripts
make -C /OpenROAD-flow-scripts/flow DESIGN_CONFIG=/design/flow/config.mk WORK_HOME=/design/flow/orfs finish
</file>
<file path="config.mk">
export PLATFORM = sky130hd
export DESIGN_NAME = axi
export DESIGN_NICKNAME = axi
export VERILOG_FILES = /design/flow/design.v
export SDC_FILE = /design/flow/constraint.sdc
export NUM_CORES = 4
export LEC_CHECK = 1
export CORE_AREA = 10 10 76 76
export DIE_AREA = 0 0 86 86
</file>
<file path="constraint.sdc">
current_design axi

set clk_period 1.3
set clk_io_pct 0.2

create_clock -name clk0 -period $clk_period [get_ports {clk}]

set non_clock_inputs [all_inputs -no_clocks]
set_input_delay [expr $clk_period * $clk_io_pct] -clock clk0 $non_clock_inputs
set_output_delay [expr $clk_period * $clk_io_pct] -clock clk0 [all_outputs]
</file>
==> metrics.txt <==
# HELP chip_impl_metric Metrics from one implementation run
# TYPE chip_impl_metric gauge
chip_impl_metric{name="path_clk_slew",unit="ns"} 0.07
chip_impl_metric{name="crit_arrival",unit="ns"} 1.01
chip_impl_metric{name="finalHoldViolations",unit=""} 0
chip_impl_metric{name="route.final.wire_length",unit="um"} 1860
chip_impl_metric{name="ctsHtreeMaxLevel",unit=""} 1
chip_impl_info{name="cp-start-kind",value="register"} 1
chip_impl_metric{name="critical_path.max_stage_delay",unit="ns"} 0.45
chip_impl_metric{name="route.detailed.vias_per_inst",unit=""} 4.08
chip_impl_metric{name="fin_tns_setup",unit="ns"} 0
chip_impl_metric{name="crit_path_max_fanout",unit=""} 1
chip_impl_metric{name="placed_cells",unit=""} 150
chip_impl_metric{name="worstSkewPairLatency",unit="ns"} 0.26
chip_impl_metric{name="pin_count",unit=""} 24
chip_impl_metric{name="yosys.area_share.aoi",unit=""} 0.0832
chip_impl_metric{name="synth_xor_xnor_area_share",unit=""} 0
chip_impl_metric{name="max_clk_rate",unit="MHz"} 785
chip_impl_info{name="timing.critical_path.to",value="s_tready"} 1
chip_impl_metric{name="grt-ovfl-total",unit=""} 0
chip_impl_metric{name="static-leakage-power",unit="nW"} 0.455
chip_impl_info{name="cp-startpoint",value="s_tready"} 1
chip_impl_metric{name="synth_area",unit="um2"} 842
chip_impl_info{name="class_of_the_most_critical_hold_timing_path",value="reg -> reg"} 1
chip_impl_metric{name="crit_required",unit="ns"} 1.04
chip_impl_metric{name="die_width",unit="um"} 86
chip_impl_metric{name="setup_viol_count_final",unit=""} 0
chip_impl_metric{name="cts_sinks",unit=""} 22
chip_impl_info{name="dr.max_layer_used",value="met4"} 1
chip_impl_metric{name="layout-drive-gt1-share",unit=""} 0.260
chip_impl_metric{name="dpl-instance-area",unit="um2"} 1090
chip_impl_info{name="tritoncts",value="done"} 1
chip_impl_metric{name="first_global_vias",unit=""} 675
chip_impl_metric{name="worstMarginPinSlew",unit="ns"} 0.129
chip_impl_metric{name="route.vias.total",unit=""} 628
chip_impl_metric{name="preCtsSetupSlack",unit="ns"} 0.0234
chip_impl_metric{name="sequential_cell_area",unit="um2"} 452
chip_impl_metric{name="total_number_of_yosys_warnings",unit=""} 1
chip_impl_metric{name="numSynthFlops",unit=""} 22
chip_impl_metric{name="num_rows",unit=""} 23
chip_impl_metric{name="die_area",unit="um2"} 7400
chip_impl_metric{name="met3RoutedLength",unit="um"} 89
chip_impl_metric{name="detail_route.drc_violations",unit=""} 0
chip_impl_info{name="timing.critical_path.slowest_stage_cell",value="clkdlybuf4s50_1"} 1
chip_impl_info{name="synth_area_leaders",value="dfxtp_1, mux2i_1, o21ai_2, nand2_1, nand4_1"} 1
chip_impl_metric{name="postSynthSeqShare",unit=""} 0.523
chip_impl_metric{name="yosys.area_share.adder",unit=""} 0
chip_impl_metric{name="postSynthCellCount",unit=""} 80
chip_impl_metric{name="max_slew_margin",unit=""} 0.911
chip_impl_metric{name="period_used_share",unit=""} 0.980
chip_impl_info{name="netlist.top_cell.by_area",value="dfxtp_1"} 1
chip_impl_metric{name="detail_route.antenna_diodes",unit=""} 0
chip_impl_metric{name="setup_slack",unit="ns"} 0.0257
chip_impl_metric{name="grtUsageTotal",unit=""} 0.0509
chip_impl_info{name="result_of_the_run",value="completed"} 1
chip_impl_metric{name="worst-path-buf-inv",unit=""} 1
chip_impl_metric{name="portBuffers",unit=""} 23
chip_impl_metric{name="cts_max_path_buffers",unit=""} 2
chip_impl_metric{name="final-instance-count-excl-fill",unit=""} 154
chip_impl_metric{name="routed_wire_length_per_instance",unit="um"} 12.1
chip_impl_metric{name="dr.first_iter.drc_count",unit=""} 19
chip_impl_metric{name="whs_path_depth",unit=""} 2
chip_impl_metric{name="final_antenna_net_count",unit=""} 0
chip_impl_metric{name="setup.reg_to_reg.worst_slack",unit="ns"} 0.36
chip_impl_metric{name="pwr_density_cell",unit="nW/um2"} 1060
chip_impl_metric{name="r2r_cells",unit=""} 2
chip_impl_info{name="logic_family",value="simple AND/OR/NAND/NOR gates"} 1
chip_impl_metric{name="synth.mux.area_fraction",unit=""} 0.107
chip_impl_metric{name="grt_first_pass_wirelength",unit="um"} 3150
chip_impl_info{name="cts_root_buffer",value="clkbuf_8"} 1
chip_impl_info{name="path_class",value="reg -> out"} 1
chip_impl_metric{name="top_cell_area_share",unit=""} 0.523
chip_impl_metric{name="die_h",unit="um"} 86
chip_impl_metric{name="gp_congestion",unit=""} 0.768
chip_impl_metric{name="core_area",unit="um2"} 4120
chip_impl_info{name="r2r_end",value="m_tdata[2]"} 1
chip_impl_info{name="timing.critical_path.to_type",value="output pin"} 1
chip_impl_metric{name="finalMaxSlewViolations",unit=""} 0
chip_impl_metric{name="final_design_area_no_fill",unit="um2"} 1140
chip_impl_metric{name="worst_case_vdd_ir_drop",unit="mV"} 0.297
chip_impl_metric{name="yosysChipArea",unit="um2"} 842
chip_impl_metric{name="post_cts_hold_buffer_count",unit=""} 0
chip_impl_metric{name="layout-area-overhead-vs-synth",unit="%"} 35.4
chip_impl_metric{name="design_power_total",unit="mW"} 1.20
chip_impl_metric{name="m1WireLength",unit="um"} 891
chip_impl_metric{name="grt_max_degree",unit=""} 16
chip_impl_metric{name="grt_antenna_before_repair",unit=""} 0
chip_impl_metric{name="fill_cells",unit=""} 436
chip_impl_metric{name="area.combinational",unit="um2"} 328
chip_impl_metric{name="clock-skew-final",unit="ns"} 0.00481
chip_impl_info{name="worst_path_dominant_cell_family",value="buffers and inverters"} 1
chip_impl_info{name="critical_path.cell_chain",value="clkdlybuf4s50_1"} 1
chip_impl_metric{name="synthesis.area_per_instance",unit="um2"} 10.5
chip_impl_metric{name="max_cap_violations",unit=""} 0
chip_impl_metric{name="stage_log_warnings",unit=""} 25
chip_impl_metric{name="cp.depth",unit=""} 1
chip_impl_metric{name="detailedPlacementHpwl",unit="um"} 1400
chip_impl_metric{name="synth_cell_types",unit=""} 13
chip_impl_metric{name="synth.cellmix.simpleShare",unit=""} 0.199
chip_impl_metric{name="starting_density",unit=""} 0.205
chip_impl_metric{name="firstDrtPassIters",unit=""} 4
chip_impl_info{name="rr_startpoint",value="ready"} 1
chip_impl_metric{name="final.min_clock_period",unit="ns"} 1.27
chip_impl_metric{name="total_met2_wirelength_after_detailed_routing",unit="um"} 854
chip_impl_info{name="grt_setup_unrepaired",value="no"} 1
chip_impl_metric{name="clock_buffers_created_by_tritoncts",unit=""} 3
chip_impl_metric{name="yosysCellCount",unit=""} 80
layout make-up:
class / instances / area share
sequential: 22 / 0.396
tap: 50 / 0.0549
multi-input combinational: 51 / 0.288
timing repair buffer: 28 / 0.225
clock buffer: 3 / 0.0362
stage by stage:
step	hold WS, ns	util
after floorplan	0.407	-
after global placement	0.450	0.265
after detailed placement	0.447	0.265
after CTS	0.456	0.277
after global routing	0.473	0.277
final	0.452	0.277
metal layers:
layer | up-vias | track usage
met5 | - | 0
met4 | 0 | 0.0135
met3 | 2 | 0.0133
met2 | 16 | 0.0791
met1 | 287 | 0.0683
li1 | 323 | -
cell usage in the layout, fill, tap and decap left out, drive strengths merged:
master / netlist / layout
dlygate4sd2: 0 / 9
mux2i: 9 / 9
nand4: 8 / 8
clkbuf: 0 / 3
and2: 3 / 3
buf: 7 / 5
and3: 3 / 3
nor2: 3 / 3
o21ai: 8 / 8
nand2: 17 / 17
dfxtp: 22 / 22
clkdlybuf4s50: 0 / 14
synthesized netlist by cell type:
cell type,count
dfxtp_1,22
and2_1,1
nand4_1,8
and3_1,3
nand2_1,17
and2_4,2
nor2_1,3
o21ai_2,8
mux2i_1,9
buf_2,1
buf_4,2
buf_12,1
buf_6,3
where the power goes:
group	switching (mW)	leakage, nW	internal (mW)
registers	0.00508	0.183	0.688
clock network	0.201	0.0216	0.206
logic	0.0475	0.251	0.0551
cell families (layout without fill, tap and decap cells):
group	count (synthesis)	after routing
flops	22	22
compound gates	8	8
simple gates	34	34
mux	9	9
buf+inv	7	31
worst min-delay path by stage:
stage / start / to / slack (ns)
6_report: m_tdata[7] / m_tdata[7] / 0.45
5_1_grt: m_tdata[3] / m_tdata[3] / 0.47
4_1_cts: m_tdata[7] / m_tdata[7] / 0.46
tightest hold or removal path, stage by stage, from the launching register on:
cell and delay (ns):
dfxtp_2 0.32, nand2_1 0.05, mux2i_1 0.05
what timing repair did:
| item | 4_1_cts | 5_1_grt |
|---|---|---|
| setup buffers | 1 | 0 |
| gates resized | 17 | 1 |
| endpoints found under the setup margin | 9 | 1 |
Power is estimated from default activity; no workload was simulated.
